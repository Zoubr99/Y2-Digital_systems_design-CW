File: ./config.mk
export PLATFORM = sky130hd
export DESIGN_NAME = task2
export DESIGN_NICKNAME = task2
export VERILOG_FILES = /design/flow/design.v
export SDC_FILE = /design/flow/constraint.sdc
export NUM_CORES = 4
export LEC_CHECK = 1
export CORE_AREA = 10 10 80 80
export DIE_AREA = 0 0 90 90
File: ./constraint.sdc
current_design task2

set clk_period 2.8
set clk_io_pct 0.2

create_clock -name clk0 -period $clk_period [get_ports {CLK}]

set non_clock_inputs [all_inputs -no_clocks]
set_input_delay [expr $clk_period * $clk_io_pct] -clock clk0 $non_clock_inputs
set_output_delay [expr $clk_period * $clk_io_pct] -clock clk0 [all_outputs]
File: ./design.v
module task2 #(parameter int N=16'h000F) (
   output logic [15:0] Q,  
   output logic REL,       
   input logic CLK,        
   input logic n_OE,       
   input n_CEN,            
   input n_RESET           
);
logic [N:0]count = 0;
always_ff @(posedge CLK or negedge n_RESET ) begin : count_status_block  
         if (n_RESET == 0) begin
            count <= 0;
         end
         else if (n_CEN == 0 && count != N) begin   
            count <= count +1 ;                     
         end
         else if (count == N) begin   
            count <= 0;
         end   
         else count <= count;
end
always_comb begin
   if (n_OE == 1) begin   
      Q = 1'bz;
   end 
   else begin   
		Q = count;
   end 
   if (count == 0) begin  
      REL = 1;
   end
   else begin  
      REL = 0;
   end
end
endmodule 
File: ./run.sh
#!/bin/bash
# OpenROAD 26Q1-2900-gdf79404cd8, Yosys 0.63+post, stock flow scripts
make -C /OpenROAD-flow-scripts/flow DESIGN_CONFIG=/design/flow/config.mk WORK_HOME=/design/flow/orfs finish
==> ci_impl_report.md <==
## Synthesis and layout report

| Metric | Value |
|---|---|
| Slew headroom | 52.03% |
| Synth cell count leaders | 16 x dfrtp_1, 13 x nor2b_1, 11 x nor2_1, 11 x xor2_1, 5 x nand3_1 |
| Largest net degree at the start of global routing | 17 |
| Skew final | 0.001020 ns |
| Dpl cells | 179 |
| Cts hold-fix bufs | 0 |
| Adder Area Share | 2.670% |
| Critical Path Max Stage Delay | 0.53 ns |
| Basic Gates by Area | 36.32% |
| Ys cells | 94 |
| Final hold vios | 0 |
| Area of the core | 4723 µm² |
| Pre-antenna DRT Iters | 4 |
| Critical Path Slowest Stage Cell | clkdlybuf4s50_1 |
| Internal | 0.0005022 W |
| Initial antenna violation count | 0 |
| Sequential share of power | 49.2% |
| Crit path buf inv count | 1 |
| Area reported by Yosys stat | 937.1 µm² |
| Synth flops | 16 |
| Synth area leaders | dfrtp_1 43%, xor2_1 10%, nor2b_1 8.7%, nor4_2 5.3%, nor2_1 4.4% |
| Total GRT Usage | 5.425% |
| Routability cong. | 0.8272 |
| Logic pwr share | 28.7% |
| ANT nets after route | 0 |
| Largest registers | count (16) |
| CP delay by family, top | simple AND/OR/NAND/NOR gates |
| Maximum buffer depth of the clock tree | 2 |
| Vias in the first global route | 727 |
| Top cell area share | 42.72% |
| Kind of critical path | flip-flop to primary output |
| Tot Pwr | 0.0007612 W |
| Cell taking the most area after synthesis | dfrtp_1 |
| PD cells | 602.9 nW/µm² |
| Vias | 721 |
| Sw Share | 34.03% |
| Top non-seq family | simple AND/OR/NAND/NOR gates |
| Largest register FFs | 16 |
| Sinks on the clock net | 16 |
| Post-Layout Cell Count | 182 |
| Ao+oa area frac | 1.068% |
| Final worst slack | 0.1965 ns |
| Setup TNS | 0 ns |
| Total congestion overflow | 0 |
| CTS tree | built |
| Synthesized cell area | 937.1 µm² |
| # DRC | 0 |
| Layout cell share with drive strength beyond 1 | 10.43% |
| Log Warnings | 26 |
| Late-Pin Clk Latency | 0.24 ns |
| Req. time, crit path | 2.24 ns |
| Mean Syn Cell Area | 9.970 µm² |
| First-pass GRT wire length | 3739 µm |
| Wirelength, routed | 2234 µm |
| WL/cell | 12.27 µm |
| Fillers | 519 |
| N_diodes | 0 |
| Fmax | 0.3841 GHz |
| CTS Buf Count | 3 |
| Vias per cell | 3.962 |
| Root buf cell | clkbuf_8 |
| FP Core Util | 19.84% |
| Count of library flops with an enable pin | 0 |
| Reg clk slew, reported paths | 0.06 ns |
| Status | complete, no violations |
| Iter 0 DRT Violations | 85 |
| YS warnings | 2 |
| Tmin final | 2.603 ns |
| Synth Flop Type | dfrtp_1 |
| Yosys xor share | 13.08% |
| Dpl ws | 0.3834 ns |
| Register Area | 400.4 µm² |
| I/O pin total | 21 |
| Mux area share | 1.068% |
| DP HPWL | 1648 µm |
| Total of max-cap violations | 0 |
| Fin area | 1262 µm² |
| Area after DPL | 1215 µm² |
| Final setup fails | 0 |
| LEAKAGE | 0.5349 nW |
| CP Launch Type | flip-flop |
| Clock power frac | 22.2% |
| Net switching power | 0.0002590 W |
| Area delta synth->final | 34.71% |
| H-tree levels | 1 |
| Port Buffers | 20 |
| DIE HEIGHT | 90 µm |
| Critical Path Sink Type | primary output |
| Period utilization | 92.98% |
| Measured slew at the worst slew-check pin | 0.7173 ns |
| Die width | 90 µm |
| Die area | 8100 µm² |
| Yosys cell types | 26 |
| Top reg by flops | count |
| Sequential-to-total area share from yosys stat | 42.72% |
| Multi-input combinational cell area | 514.2 µm² |
| Peak supply drop | 0.1845 mV |
| Mapped Cells | 94 |
| Critical Path, Cell by Cell | nor4_1 -> nand3_1 -> nor4b_1 -> clkdlybuf4s50_1 |
| RSZ-0062 raised after global routing | no |
| Most common cell in the synthesized netlist | dfrtp_1 |
| Synth async-reset ratio | 100.0% |
| Row Count | 25 |
| Slew Limit Fails | 0 |
| HP Class | flip-flop to flip-flop |
| Worst Path Arrival | 2.04 ns |
| CP Max Fanout | 5 |
[path summary, 6_finish.rpt]
| kind | start | endpoint | slack (ns) | cells past startpoint |
|---|---|---|---|---|
| setup reg to reg | count[0] | count[12] | 1.34 | 4 |
| hold / removal | count[15] | count[15] | 0.51 | 1 |
| max in group asynchronous | n_RESET | count[15] | 1.60 | 1 |
| hold reg to reg | count[15] | count[15] | 0.51 | 1 |
| min in group asynchronous | n_RESET | count[13] | 0.74 | 1 |
| setup / recovery | count[9] | REL | 0.20 | 4 |
[repair_timing]
item / CTS / global route
resized: 0 / 1
hold endpoints to repair: 0 / 0
buffers inserted: 0 / 0
setup endpoints to repair: 0 / 1
[power groups by stage]
stage / Combinational (W) / Clock [W] / Sequential, W
CTS: 0.000222 / 0.000175 / 0.000371
global route: 0.000247 / 0.000180 / 0.000388
finish: 0.000218 / 0.000169 / 0.000374
[final cells by class]
| cell class | instances | share of cell area [%] |
|---|---|---|
| Clock buffer | 3 | 3.271 |
| Inverter | 4 | 1.189 |
| Multi-Input combinational cell | 71 | 40.73 |
| Sequential cell | 16 | 31.71 |
| Tap cell | 67 | 6.640 |
| Timing Repair Buffer | 21 | 16.45 |
[per-layer routing]
metal / global-route usage (%) / vias to the layer above / wire, µm
met5: 0 / - / 0
met4: 0.3979 / 0 / 18
li1: - / 360 / -
met3: 2.263 / 2 / 155
met2: 7.567 / 15 / 936
met1: 7.934 / 344 / 1123
[logic make-up (layout without fill, tap and decap cells)]
kind of cell	after synthesis	count (layout)
DFF	16	16
buffers and inverters	7	28
AOI/OAI and AO/OA	2	2
muxes	1	1
xor gates and xnor gates	14	14
adders and majority gates	2	2
and+or+nand+nor	52	52
[through the flow]
| stage | hold slack [ns] | util [%] |
|---|---|---|
| CTS | 0.5111 | 26.60 |
| detailed placement | 0.4971 | 25.72 |
| finish | 0.5084 | 26.73 |
| floorplan | 0.2644 | - |
| global route | 0.5469 | 26.73 |
| global placement | 0.5011 | 25.72 |
[placed cells by master, fill, tap and decap left out, types with 2 or more instances in the layout]
master | synthesis | layout
clkdlybuf4s50_1 | 0 | 20
dfrtp_1 | 16 | 16
nor2b_1 | 13 | 13
nor2_1 | 11 | 11
xor2_1 | 11 | 11
nor4_2 | 4 | 5
nand3_1 | 5 | 5
inv_1 | 4 | 4
nor3_1 | 4 | 4
nand2_1 | 3 | 3
xnor2_1 | 3 | 3
clkbuf_8 | 0 | 3
nor4_1 | 3 | 2
ha_1 | 2 | 2
Power and IR drop assume default switching activity.
